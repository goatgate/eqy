[flow/config.mk]
export PLATFORM = sky130hd
export DESIGN_NAME = spm
export DESIGN_NICKNAME = spm
export VERILOG_FILES = /design/flow/design.v
export SDC_FILE = /design/flow/constraint.sdc
export NUM_CORES = 4
export LEC_CHECK = 1
export CORE_UTILIZATION = 30
[flow/run.sh]
#!/bin/bash
# OpenROAD 26Q1-2900-gdf79404cd8, Yosys 0.63+post, stock flow scripts
make -C /OpenROAD-flow-scripts/flow DESIGN_CONFIG=/design/flow/config.mk WORK_HOME=/design/flow/orfs finish
[flow/constraint.sdc]
current_design spm

set clk_period 1.2
set clk_io_pct 0.2

create_clock -name clk0 -period $clk_period [get_ports {clk}]

set non_clock_inputs [all_inputs -no_clocks]
set_input_delay [expr $clk_period * $clk_io_pct] -clock clk0 $non_clock_inputs
set_output_delay [expr $clk_period * $clk_io_pct] -clock clk0 [all_outputs]
[flow/design.v]
module spm(clk, rst, x, y, p);
parameter size = 32;
input clk, rst;
input y;
input[size-1:0] x;
output p;
wire[size-1:1] pp;
wire[size-1:0] xy;
genvar i;
CSADD csa0 (.clk(clk), .rst(rst), .x(x[0]&y), .y(pp[1]), .sum(p));
generate for(i=1; i<size-1; i=i+1) begin
    CSADD csa (.clk(clk), .rst(rst), .x(x[i]&y), .y(pp[i+1]), .sum(pp[i]));
end endgenerate
TCMP tcmp (.clk(clk), .rst(rst), .a(x[size-1]&y), .s(pp[size-1]));
endmodule
module TCMP(clk, rst, a, s);
input clk, rst;
input a;
output reg s;
reg z;
always @(posedge clk or posedge rst) begin
    if (rst) begin
        s <= 1'b0;
        z <= 1'b0;
    end
    else begin
        z <= a | z;
        s <= a ^ z;
    end
end
endmodule
module CSADD(clk, rst, x, y, sum);
input clk, rst;
input x, y;
output reg sum;
reg sc;
wire hsum1, hco1;
assign hsum1 = y ^ sc;
assign hco1 = y & sc;
wire hsum2, hco2;
assign hsum2 = x ^ hsum1;
assign hco2 = x & hsum1;
always @(posedge clk or posedge rst) begin
    if (rst) begin
        sum <= 1'b0;
        sc <= 1'b0;
    end
    else begin
        sum <= hsum2;
        sc <= hco1 ^ hco2;
    end
end
endmodule
==> run notes <==
• 12.5 um — drt wl/cell
• 29.8% — area growth from synthesis to layout
• 434 um — Routed met3 length
• 7810 sq um — Std-Cell Core Area
• 831 sq um — Combinational Area
• 1,326 — via count of the first global-routing pass
• 16 — maximum fanout along the worst path
• 0 — ANT cells
• 0.106 — Tot GR Track Use
• 21 — 1st-iter DRT viols
• 134 — cells after synthesis
• 0.00628 W — Pwr Total
• 0 — total setup buffers inserted after CTS
• 0.32 ns — worst skew pair latency
• 33 — maximum number of pins on one net before global-route repair
• 0.884 — Max transition margin
• yes — CTS tree
• 8560 sq um — floorplan die area
• 1.17 ns — clock period minus worst slack
• 0.409 — Core Util, Final
• 18.3 sq um — Post-Synthesis Mean Instance Area
• 8 — distinct lib cells
• 0.704 — RePlAce Congestion
• input pin to flip-flop — kind of critical path
• dfrtp_1 — most frequently placed logic cell in the final layout
• 1.55 mm — routed length on met1
• 9 — CTS buffer count
• 64 — sink count of the clock tree
• 64 — post-synthesis register bit count
• 1.43 ns — arrival time of the worst setup path
• no — RSZ-0062 raised after global routing
• 35 — I/O Buffers
• 858 MHz — Highest Clock Rate
• dfrtp_1 (64), clkdlybuf4s50_1 (33), and2_1 (31), fa_1 (31), clkbuf_8 (11) — dominant logic cell types in the final layout
• flip-flop — critical path capture point type
• 25 — total number of warnings across the stage logs
• 2 — total of warnings raised by yosys
• 0 — total congestion overflow after global routing
• 0 — count of nets left with antenna violations after detail routing
• 3.58 mm — sum of routed wire length over all layers
• 0.00559 ns — Fin Clk Skew
• 1970 nW/um^2 — pwr dens
• 0.174 ns — transition time of the tightest slew-check pin
• finished, final reports clean — run status
• 2 — Pre-Repair DR Iteration Count
• 92.5 um — die outline width
• 1.42 nW — leakage power summed over all cells
• 2460 sq um — post-synth design cell area
• input pin to asynchronous set/reset pin — worst min-delay path category
• 36 — number of top-level pins
• clkbuf_8 — clock tree root driver cell
• 287 — post-route non-filler standard cell count
• 0 — hold violation total from the final report
• 271 — placed cell count
• 0 — Slew Limit Fails
• 0 — final number of setup-violating endpoints
• 0 — antenna violations before repair
• 0 ns — setup TNS after final layout
• 0.315 — share of the core filled by cells before placement
• 1.47 ns — Required @ worst endpoint
• 0.971 — part of the cycle the worst path needs
• 0 — DRC violation count after routing
• input pin — CP startpoint kind
• 6.47 mm — wire length of the first global-routing pass
• 0.108 — share of final-layout standard cells stronger than drive strength 1
• 0 — # Max-Cap Violations
• 2 — CTS max path bufs
• 0.651 — part of the Yosys area used for sequential elements
• 707 — number of fill cells
• met4 — DR top layer
• 2.35 mm — half-perimeter wire length after detailed placement
• 1,139 — total via count in the routed design
• 1.56 mm — detailed route wirelength on metal2
• 3 — number of levels in the clock H-tree
• 32 — count of standard-cell rows
• 0.06 ns — clock edge transition at the registers on the reported setup and hold paths
• 134 — yosys cell count
• 0.000516 V — worst IR drop on VDD
• 1600 sq um — sequential cell area
• 0 — post-cts hold buffer count
• 3.97 — vias per std cell
• 92.5 um — die outline height
• 2460 sq um — Yosys chip area
[state kept, by name, indices dropped and copies added, names as in the netlist]
register	count
genblk1.csa.sc	30
genblk1.csa.sum	30
csa0.sc	1
csa0.sum	1
tcmp.s	1
tcmp.z	1
[path summary, 6_finish.rpt]
| kind | endpoint | slack (ns) | from | depth (start not counted) |
|---|---|---|---|---|
| max | genblk1[29].csa.sum$_DFF_PP0_ | 0.03 | y | 4 |
| min | genblk1[23].csa.sc$_DFF_PP0_ | 0.33 | rst | 3 |
| max reg2reg | genblk1[8].csa.sum$_DFF_PP0_ | 0.21 | genblk1[8].csa.sc$_DFF_PP0_ | 1 |
| min reg2reg | genblk1[30].csa.sum$_DFF_PP0_ | 0.52 | tcmp.s$_DFF_PP0_ | 1 |
| max in group asynchronous | genblk1[5].csa.sum$_DFF_PP0_ | 0.70 | rst | 3 |
| min in group clk0 | genblk1[30].csa.sum$_DFF_PP0_ | 0.52 | tcmp.s$_DFF_PP0_ | 1 |
[where the power goes]
| part | total (W) | leakage (nW) | switching [W] | internal (W) |
|---|---|---|---|---|
| combinational | 0.00101 | 0.554 | 0.000431 | 0.000581 |
| clock | 0.00158 | 0.0882 | 0.000740 | 0.000844 |
| sequential | 0.00368 | 0.779 | 0.000516 | 0.00317 |
[worst max-delay path, stage by stage]
cell,delay [ns]
clkdlybuf4s15_2,0.22
bufbuf_16,0.29
and2_1,0.15
fa_1,0.53
[stage by stage]
stage | hold WS (ns) | cell area (sq um) | setup WS, ns
2_1_floorplan | 0.371 | 2460 | 0.0916
3_3_place_gp | 0.496 | 2990 | -0.486
3_5_place_dp | 0.510 | 2990 | -0.460
4_1_cts | 0.321 | 3190 | 0.0354
5_1_grt | 0.325 | 3190 | 0.00518
6_report | 0.328 | 3190 | 0.0349
[metal layers]
layer  vias to the layer above  GRT usage
met3                         5     0.0618
met2                        45      0.143
met4                         0     0.0117
met1                       594      0.163
met5                         -          0
li1                        495          -
[cells by family (layout without fill, tap and decap cells)]
| family | Yosys count | count (layout) | synth area share |
|---|---|---|---|
| buf+inv | 6 | 57 | 0.0107 |
| flops | 64 | 64 | 0.651 |
| fa+ha+maj | 32 | 32 | 0.258 |
| simple gates | 32 | 32 | 0.0804 |
[final cells by class]
class,count,share of cell area
clock buffer,12,0.0486
inverter,3,0.00471
timing repair buffer,39,0.139
tap,102,0.0400
sequential,64,0.502
multi-input combinational,64,0.260
clock inverter,3,0.00549
[synth_stat cells]
cell type	number	area, sq um
buf_2	1	5.00
and2_1	31	194
fa_1	31	621
ha_1	1	12.5
clkbuf_2	2	10.0
dfrtp_1	64	1600
nand2_1	1	3.75
inv_1	3	11.3
[repair_timing]
| item | CTS | global route |
|---|---|---|
| endpoints found under the hold margin | 0 | 0 |
| gates resized | 4 | 0 |
| setup endpoints to repair | 53 | 0 |
No activity file was given, so power comes from the tool's default toggle rates.
